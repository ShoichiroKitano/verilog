[./config.mk]
export PLATFORM = sky130hd
export DESIGN_NAME = SYNC
export DESIGN_NICKNAME = SYNC
export VERILOG_FILES = /design/flow/design.v
export SDC_FILE = /design/flow/constraint.sdc
export NUM_CORES = 4
export LEC_CHECK = 1
export CORE_AREA = 10 10 74 74
export DIE_AREA = 0 0 84 84
export SYNTH_HDL_FRONTEND = slang
[./design.v]
module SYNC(CLK, RST, VGA_HS, VGA_VS, HCOUNT, VCOUNT);
  input CLK;
  input RST;
  output reg VGA_HS = 1'd0;
  output reg VGA_VS = 1'd0;
  output reg [9:0] HCOUNT = 10'd0;
  output reg [9:0] VCOUNT = 10'd0;
  parameter hdisplay = 10'd640;
  parameter hborder1 = 10'd8;
  parameter hfront_poarch = 10'd8;
  parameter hsync = 10'd96;
  parameter hborder2 = 10'd8;
  parameter hback_poarch = 10'd40;
  localparam start_hsync = hdisplay + hborder1 + hfront_poarch;  
  localparam end_hsync = start_hsync + hsync;  
  localparam max_hcount = end_hsync + hback_poarch + hborder2;  
  always @(posedge CLK) begin
    VGA_HS <= (start_hsync - 10'd1 <= HCOUNT && HCOUNT < end_hsync - 10'd1);
    if(RST)
      HCOUNT <= 10'b0;
    else if(HCOUNT == max_hcount - 10'd1)
      HCOUNT <= 10'b0;
    else
      HCOUNT <= HCOUNT + 10'b1;
  end
endmodule
[./run.sh]
#!/bin/bash
# OpenROAD 26Q1-2900-gdf79404cd8, Yosys 0.63+post, stock flow scripts
make -C /OpenROAD-flow-scripts/flow DESIGN_CONFIG=/design/flow/config.mk WORK_HOME=/design/flow/orfs finish
[./constraint.sdc]
current_design SYNC

set clk_period 2.2
set clk_io_pct 0.2

create_clock -name clk0 -period $clk_period [get_ports {CLK}]

set non_clock_inputs [all_inputs -no_clocks]
set_input_delay [expr $clk_period * $clk_io_pct] -clock clk0 $non_clock_inputs
set_output_delay [expr $clk_period * $clk_io_pct] -clock clk0 [all_outputs]
==> impl_metrics.ini <==
; yosys + openroad results
[die]
coreArea_um2 = 3970
boundaryPins = 24
die_area_um2 = 7060
die_height_um = 84
fp-row-count = 23
die_w_um = 84
fp_util_pct = 14.5

[timing]
finalSetupViolations = 0
hold_viol_final = 0
slew_viol_final = 0
grt_setup_unrepaired = no
setup_tns_ns = 0
max_freq_mhz = 600
layout_min_cycle_time_ns = 1.67
period_used_pct = 75.7
fin_skew_ns = 0.00135

[setup_path]
startpoint_type = register
arrival_ns = 1.23
timing.rr.end = HCOUNT[8]$_SDFF_PP0_
cpLargestDelayFamily = buffers and inverters
crit_type = register to output pin
path_max_fanout = 9
cp_slowest_cell = clkdlybuf4s50_1
cp_slowest_stage_delay_ns = 0.53
rr_worst_depth = 4
r2r_setup_slack_ns = 0.70
cp-end-kind = output pin
r2r_start = HCOUNT[0]$_SDFF_PP0_
critPathRequiredTime_ns = 1.76
cp.buffers_inverters = 1
crit_chain = clkdlybuf4s50_1

[layout]
area_growth_pct = 31.7
final_cell_area_um2 = 758
nFillCells = 450
drive_gt1_share_pct = 7.32
fin_util_pct = 19.1
seqCellArea_um2 = 220
comb_area_um2 = 299

[hold_path]
hold_depth = 1
hold_class = register to register
min_to = HCOUNT[0]$_SDFF_PP0_
hold_path.startpoint = HCOUNT[0]$_SDFF_PP0_

[power]
p_per_area_nw_per_um2 = 582
p_leak_nw = 0.251
peakVddDrop_mv = 0.368

[cts]
clock_latency_ns = 0.23
cts_resized = 0
cts_tree = done
ctsHoldBuffers = 0
cts_inserted_buffers = 3
cts_root_buf = clkbuf_8
cts_buffer_depth = 2
htreeDepth = 1
post-cts-setup-buffer-count = 0
clk_pin_slew_ns = 0.05
clock_sinks = 11

[synth]
ys_area_um2 = 576
avgSynthCellArea_um2 = 8.59
ys_cells = 67
ys.flops = 11
synth_seq_share_pct = 38.3
synth_area_um2 = 576
synth_cells = 67
synth_cell_types = 21
yosys_warnings = 11

[flow_run]
warnings = 25
maxCapViolations = 0

[grt]
grt_overflow = 0
antenna_found_initial = 0
grt_pass1_vias = 473
grt_pass1_wl_um = 2300
grt_usage_pct = 3.90
grt_max_degree = 10

[placed_design]
finalWeightedCongestion = 0.781
placement.io_buffers = 12
hpwl_um = 1060
place_area_um2 = 713

[drt]
wl_um = 1370
ant_nets = 0
route.detailed.wl_per_inst_um = 10.4
antennaDiodeCount = 0
drcViolationCount = 0
drt-initial-drc-count = 11
via_per_inst = 3.48
first_pass_iters = 3
route.vias.total = 460

[status]
outcome = finished, final reports clean
[area by class of cell]
type                            instances  area share [%]
Tap cell                               50            8.25
Multi-Input combinational cell         52            39.4
Timing Repair Buffer                   12            15.8
Clock buffer                            4            5.94
Sequential cell                        11            29.0
Inverter                                3            1.49
[sequential cells by signal, summed over array words and instances, names as in the netlist]
| name | count |
|---|---|
| HCOUNT | 10 |
| VGA_HS | 1 |
[cell families (layout without fill, tap and decap cells)]
group           after synthesis  count (layout)  synth area share (%)
compound gates               12              12                  15.0
other cells                   1              11                 0.652
xor+xnor                      3               3                  4.57
flops                        11              11                  38.3
fa+ha+maj                     1               1                  2.17
simple gates                 25              25                  23.0
buf+inv                      14              19                  16.3
[cell usage in the layout, fill, tap and decap left out, drive strengths merged]
master         count
ha                 1
or4b               1
nand4              2
dfxtp             11
or4                2
nand3              6
clkdlybuf4s50     12
inv                3
o21ai              2
a21oi              4
xnor2              1
conb              11
o31ai              3
xor2               2
or3                3
nand2              4
nor2               7
clkbuf             4
a31oi              2
a211oi             1
[metrics by stage]
stage | hold WS, ns | worst slack [ns] | instances | power (W)
finish | 0.483 | 0.534 | 132 | 0.000441
global route | 0.524 | 0.473 | 132 | 0.000473
global placement | 0.493 | 0.725 | 128 | 0.000251
CTS | 0.480 | 0.505 | 132 | 0.000450
detailed placement | 0.464 | 0.725 | 128 | 0.000251
floorplan | 0.430 | 0.865 | 77 | 0.000243
[worst reg2reg max path, stage by stage, from the launching register on]
cell	delay, ns
dfxtp_1	0.40
ha_1	0.26
nand4_1	0.22
or3_1	0.40
a31oi_1	0.15
[metal layers]
layer	global-route usage, %	up-vias	routed length (um)
met5	0	-	0
li1	-	246	-
met3	2.66	2	150
met2	5.44	18	553
met1	5.00	194	659
met4	0.304	0	5
[report_power, final]
| part | switching, W | internal, W | total (W) |
|---|---|---|---|
| clock | 0.0000683 | 0.000127 | 0.000195 |
| combinational | 0.0000128 | 0.0000183 | 0.0000312 |
| sequential | 0.00000911 | 0.000206 | 0.000215 |
| total | 0.0000902 | 0.000351 | 0.000441 |
[worst max-delay path by stage]
stage | slack (ns) | cells after the start | start | to
4_1_cts | 0.50 | 1 | HCOUNT[5]$_SDFF_PP0_ | HCOUNT[5]
5_1_grt | 0.47 | 1 | HCOUNT[7]$_SDFF_PP0_ | HCOUNT[7]
6_report | 0.53 | 1 | HCOUNT[5]$_SDFF_PP0_ | HCOUNT[5]
[Yosys cell counts]
cell	number	share of area, %
nor2_1	7	4.6
conb_1	1	0.65
ha_1	1	2.2
a211oi_1	1	1.3
nand3_1	6	5.2
or4_1	2	2.6
or3_2	1	1.3
a21oi_1	4	3.5
xnor2_1	1	1.5
or3_1	2	2.2
or4b_4	1	2.4
inv_1	3	2.0
o31ai_1	2	2.6
buf_4	11	14
dfxtp_1	11	38
o31ai_4	1	3.7
xor2_1	2	3.0
o21ai_0	2	1.7
a31oi_1	2	2.2
nand4_1	2	2.2
nand2_1	4	2.6
Power figures rest on the tool's default switching activity, not on a simulated workload.
